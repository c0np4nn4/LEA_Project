<file path="flow/config.mk">
export PLATFORM = sky130hd
export DESIGN_NAME = LCD_ShowDecrypted
export DESIGN_NICKNAME = LCD_ShowDecrypted
export VERILOG_FILES = /design/flow/design.v
export SDC_FILE = /design/flow/constraint.sdc
export NUM_CORES = 4
export LEC_CHECK = 1
export CORE_UTILIZATION = 50
</file>
<file path="flow/constraint.sdc">
current_design LCD_ShowDecrypted

set clk_period 5.1
set clk_io_pct 0.2

create_clock -name clk0 -period $clk_period [get_ports {CLK}]

set non_clock_inputs [all_inputs -no_clocks]
set_input_delay [expr $clk_period * $clk_io_pct] -clock clk0 $non_clock_inputs
set_output_delay [expr $clk_period * $clk_io_pct] -clock clk0 [all_outputs]
</file>
<file path="flow/design.v">
    module LCD_ShowDecrypted (
        RESETN, CLK,
        LCD_inputDATA_2_1,
        LCD_inputDATA_2_2,
        LCD_inputDATA_2_3,
        LCD_inputDATA_2_4,
        LCD_inputDATA_2_5,
        LCD_inputDATA_2_6,
        LCD_inputDATA_2_7,
        LCD_inputDATA_2_8,
        LCD_inputDATA_2_9,
        LCD_inputDATA_2_10,
        LCD_inputDATA_2_11,
        LCD_inputDATA_2_12,
        LCD_inputDATA_2_13,
        LCD_inputDATA_2_14,
        LCD_inputDATA_2_15,
        LCD_inputDATA_2_16,
        LCD_E, LCD_RS, LCD_RW, LCD_DATA );
    input RESETN, CLK;
    input [7:0] LCD_inputDATA_2_1;
    input [7:0] LCD_inputDATA_2_2;
    input [7:0] LCD_inputDATA_2_3;
    input [7:0] LCD_inputDATA_2_4;
    input [7:0] LCD_inputDATA_2_5;
    input [7:0] LCD_inputDATA_2_6;
    input [7:0] LCD_inputDATA_2_7;
    input [7:0] LCD_inputDATA_2_8;
    input [7:0] LCD_inputDATA_2_9;
    input [7:0] LCD_inputDATA_2_10;
    input [7:0] LCD_inputDATA_2_11;
    input [7:0] LCD_inputDATA_2_12;
    input [7:0] LCD_inputDATA_2_13;
    input [7:0] LCD_inputDATA_2_14;
    input [7:0] LCD_inputDATA_2_15;
    input [7:0] LCD_inputDATA_2_16;
    output LCD_E, LCD_RS, LCD_RW;
    output [7:0] LCD_DATA;
    wire LCD_E;
    reg LCD_RS, LCD_RW;
    reg [7:0] LCD_DATA;
    reg [2:0] STATE;
    parameter DELAY = 3'b000,   FUNCTION_SET = 3'b001,
        ENTRY_MODE = 3'b010,    DISP_ONOFF = 3'b011,
        LINE1 = 3'b100,         LINE2 = 3'b101,
        DELAY_T = 3'b110,       CLEAR_DISP = 3'b111;
    integer CNT;
    always @(posedge RESETN or posedge CLK)
    begin
        if (RESETN) STATE = DELAY;
        else
            begin
                case (STATE)
                    DELAY :         if (CNT == 70) STATE = FUNCTION_SET;
                    FUNCTION_SET :  if (CNT == 30) STATE = DISP_ONOFF;
                    DISP_ONOFF :    if (CNT == 30) STATE = ENTRY_MODE;
                    ENTRY_MODE :    if (CNT == 30) STATE = LINE1;
                    LINE1 :         if (CNT == 20) STATE = LINE2;
                    LINE2 :         if (CNT == 20) STATE = DELAY_T;
                    DELAY_T :       if (CNT == 1000) STATE = CLEAR_DISP;
                    CLEAR_DISP :    if (CNT == 50) STATE = LINE1;
                    default :       STATE = DELAY;
                endcase
        end
    end
    always @(posedge RESETN or posedge CLK)
    begin
        if (RESETN) CNT = 0;
        else
            begin
                case (STATE)
                    DELAY : if (CNT >= 70) CNT = 0;
                            else CNT = CNT + 1;
                    FUNCTION_SET :  if (CNT >= 30) CNT = 0;
                                    else CNT = CNT + 1;
                    DISP_ONOFF :    if (CNT >= 30) CNT = 0;
                                    else CNT = CNT + 1;
                    ENTRY_MODE :    if (CNT >= 30) CNT = 0;
                                    else CNT = CNT + 1;
                    LINE1 :         if (CNT >= 20) CNT = 0;
                                    else CNT = CNT + 1;
                    LINE2 :         if (CNT >= 20) CNT = 0;
                                    else CNT = CNT + 1;
                    DELAY_T :       if (CNT >= 1000) CNT = 0;
                                    else CNT = CNT + 1;
                    CLEAR_DISP :    if (CNT >= 50) CNT = 0;
                                    else CNT = CNT + 1;
                    default :       CNT = 0;
                endcase
        end
    end
    always @(posedge RESETN or posedge CLK)
    begin
        if (RESETN) begin
            LCD_RS = 1'b1;
            LCD_RW = 1'b1;
            LCD_DATA = 8'b00000000;
            end
        else begin
                case (STATE)
                    FUNCTION_SET : begin
                        LCD_RS = 1'b0; LCD_RW = 1'b0;
                        LCD_DATA = 8'b00111100;
                        end
                    DISP_ONOFF : begin
                        LCD_RS = 1'b0; LCD_RW = 1'b0;
                        LCD_DATA = 8'b00001100;
                        end
                    ENTRY_MODE : begin
                        LCD_RS = 1'b0; LCD_RW = 1'b0;
                        LCD_DATA = 8'b00000110;
                        end
                    LINE1 : begin
                        LCD_RW = 1'b0;
                        case (CNT)
                            0 : begin
                                LCD_RS = 1'b0; LCD_DATA = 8'b11000000;
                                end
                            1 : begin
                                LCD_RS = 1'b1; LCD_DATA = 8'b00100000;  
                                end
                            2 : begin
                                LCD_RS = 1'b1; LCD_DATA = 8'b00100000;  
                                end
                            3 : begin
                                LCD_RS = 1'b1; LCD_DATA = 8'b01000100;  
                                end
                            4 : begin
                                LCD_RS = 1'b1; LCD_DATA = 8'b01000101;  
                                end
                            5 : begin
                                LCD_RS = 1'b1; LCD_DATA = 8'b01000011;  
                                end
                            6 : begin
                                LCD_RS = 1'b1; LCD_DATA = 8'b00101110;  
                                end
                            7 : begin
                                LCD_RS = 1'b1; LCD_DATA = 8'b00100000;  
                                end
                            8 : begin
                                LCD_RS = 1'b1; LCD_DATA = 8'b01001101;  
                                end
                            9 : begin
                                LCD_RS = 1'b1; LCD_DATA = 8'b01000101;  
                                end
                            10 : begin
                                LCD_RS = 1'b1; LCD_DATA = 8'b01010011;  
                                end
                            11 : begin
                                LCD_RS = 1'b1; LCD_DATA = 8'b01010011;  
                                end
                            12 : begin
                                LCD_RS = 1'b1; LCD_DATA = 8'b01000001;  
                                end
                            13 : begin
                                LCD_RS = 1'b1; LCD_DATA = 8'b01000111;  
                                end
                            14 : begin
                                LCD_RS = 1'b1; LCD_DATA = 8'b01000101;  
                                end
                            15 : begin
                                LCD_RS = 1'b1; LCD_DATA = 8'b00100000;  
                                end
                            16 : begin
                                LCD_RS = 1'b1; LCD_DATA = 8'b00100000;  
                                end
                            default : begin
                                LCD_RS = 1'b1; LCD_DATA = 8'b00100000;
                                end
                            endcase
                        end
                    LINE2 : begin
                        LCD_RW = 1'b0;
                        case (CNT)
                            0 : begin
                                LCD_RS = 1'b0; LCD_DATA = 8'b11000000;
                                end
                            1 : begin
                                LCD_RS = 1'b1; LCD_DATA = LCD_inputDATA_2_1;  
                                end
                            2 : begin
                                LCD_RS = 1'b1; LCD_DATA = LCD_inputDATA_2_2;  
                                end
                            3 : begin
                                LCD_RS = 1'b1; LCD_DATA = LCD_inputDATA_2_3;  
                                end
                            4 : begin
                                LCD_RS = 1'b1; LCD_DATA = LCD_inputDATA_2_4;  
                                end
                            5 : begin
                                LCD_RS = 1'b1; LCD_DATA = LCD_inputDATA_2_5;  
                                end
                            6 : begin
                                LCD_RS = 1'b1; LCD_DATA = LCD_inputDATA_2_6;  
                                end
                            7 : begin
                                LCD_RS = 1'b1; LCD_DATA = LCD_inputDATA_2_7;  
                                end
                            8 : begin
                                LCD_RS = 1'b1; LCD_DATA = LCD_inputDATA_2_8;  
                                end
                            9 : begin
                                LCD_RS = 1'b1; LCD_DATA = LCD_inputDATA_2_9;  
                                end
                            10 : begin
                                LCD_RS = 1'b1; LCD_DATA = LCD_inputDATA_2_10;  
                                end
                            11 : begin
                                LCD_RS = 1'b1; LCD_DATA = LCD_inputDATA_2_11;  
                                end
                            12 : begin
                                LCD_RS = 1'b1; LCD_DATA = LCD_inputDATA_2_12;  
                                end
                            13 : begin
                                LCD_RS = 1'b1; LCD_DATA = LCD_inputDATA_2_13;  
                                end
                            14 : begin
                                LCD_RS = 1'b1; LCD_DATA = LCD_inputDATA_2_14;  
                                end
                            15 : begin
                                LCD_RS = 1'b1; LCD_DATA = LCD_inputDATA_2_15;  
                                end
                            16 : begin
                                LCD_RS = 1'b1; LCD_DATA = LCD_inputDATA_2_16;  
                                end
                            default : begin
                                LCD_RS = 1'b1; LCD_DATA = 8'b00100000;
                                end
                            endcase
                        end
                    DELAY_T : begin
                        LCD_RS = 1'b0; LCD_RW = 1'b0;
                        LCD_DATA = 8'b00000010;
                        end
                    CLEAR_DISP : begin
                        LCD_RS = 1'b0; LCD_RW = 1'b0;
                        LCD_DATA = 8'b00000001;
                        end
                    default : begin
                        LCD_RS = 1'b1; LCD_RW = 1'b1;
                        LCD_DATA = 8'b00000000;
                        end
                    endcase
            end
        end
            assign LCD_E = CLK;
    endmodule
</file>
<file path="flow/run.sh">
#!/bin/bash
# OpenROAD 26Q1-2900-gdf79404cd8, Yosys 0.63+post, stock flow scripts
make -C /OpenROAD-flow-scripts/flow DESIGN_CONFIG=/design/flow/config.mk WORK_HOME=/design/flow/orfs finish
</file>
==> results.rst <==
Flow metrics
------------

.. list-table::
   :header-rows: 1

   * - Metric
     - Value
   * - Result of the run
     - complete, no violations
   * - Number of hold violations in the final report
     - 0
   * - Synthesis area per yosys
     - 0.00395 mm^2
   * - Critical setup path kind
     - clock port to primary output
   * - Post-detailed-route count of antenna-violating nets
     - 0
   * - Count of final setup violators
     - 0
   * - Cell resize tally after clock tree synthesis
     - 0
   * - Core area
     - 0.00769 mm^2
   * - GRT Residual Overflow
     - 0
   * - Final design utilization
     - 71.2%
   * - Number of cells after detailed placement
     - 680
   * - Cell row count
     - 32
   * - DIE AREA
     - 0.00827 mm^2
   * - Post-CTS clock slew at the launch and capture registers of the worst setup and hold paths
     - 0.09 ns
   * - Most area-hungry cell type in the Yosys netlist
     - dfrtp_1
   * - Category of the worst setup path launch point
     - clock port
   * - Routed wire per std cell
     - 18.8 um
   * - Total of warnings raised by yosys
     - 1
   * - Detailed router's first-iteration violation count
     - 389
   * - Horizontal die size
     - 90.9 um
   * - Synthesized netlist cell count
     - 468
   * - Static leakage power
     - 2.13 nW
   * - Post-synthesis sequential area ratio
     - 31.7%
   * - Final max-slew violation count
     - 0
   * - Cell Pwr Density
     - 151 mW/mm^2
   * - Main area contributors
     - dfrtp_1 (30%), a22oi_1 (4.7%), nor2_2 (4.4%)
   * - I/O pin total
     - 141
   * - Via count of the first global-routing pass
     - 4,005
   * - DRT Pass-1 Iters
     - 5
   * - Synthesized registers
     - 50
   * - Antenna Diode Count
     - 0
   * - Number of DRC violations after detailed routing
     - 0
   * - Core utilization before placement
     - 51.4%
   * - Area share of the largest cell type after synthesis
     - 29.7%
   * - Mean cell area of the mapped netlist
     - 8.45 um^2
   * - Final wirelength
     - 13,000 um
   * - Crit-path max cell delay
     - 0.39 ns
   * - Share of synthesized registers carrying an async set or reset
     - 100%
   * - Die Height
     - 90.9 um
   * - Ys flop type
     - dfrtp_1
   * - Worst hold-check slack
     - 0.489 ns
   * - Number of vias after detailed routing
     - 4,114
   * - VDD IR-drop max
     - 0.195 mV
   * - Slew at the pin closest to its max-slew limit
     - 0.800 ns
   * - Area Growth Syn to Fin
     - 38.4%
   * - # port buffers
     - 140
   * - Count of placed standard cells in the final layout, fillers left out
     - 691
   * - Number of maximum-capacitance constraint violations
     - 0
   * - Tightest slew margin relative to the limit
     - 46.5%
   * - Tot Pwr
     - 0.824 mW
   * - CP Cell Sequence
     - clkbuf_8, clkbuf_8, clkdlybuf4s50_1
   * - Quantity of hold-fixing buffers added after cts
     - 0
   * - Worst setup slack after placement
     - 1.16 ns
   * - Clock Skew
     - 0.00644 ns
   * - Sum Neg Setup Slack
     - 0 ns
   * - Fill cell count
     - 609
   * - HPWL Detailed
     - 9440 um
   * - Critical-path top delay cell
     - clkdlybuf4s50_1
   * - Total number of warnings across the stage logs
     - 31
   * - Worst path most repeated cell
     - clkbuf_8
   * - Final Cell Area
     - 0.00547 mm^2
   * - Classification of the worst-slack hold path
     - flop to flop
   * - Max FO, Critical Path
     - 2
   * - Final setup slack of the worst path
     - 0.910 ns
   * - Layout cells sized above 1
     - 11.9%
   * - Worst EP arrival
     - 3.17 ns
   * - Yosys Instances
     - 468
   * - CTS tree
     - yes
   * - Global-route wire length before repair
     - 21,100 um
   * - Number of antenna violations at the first check in global routing
     - 0
   * - RSZ-0062 raised after global routing
     - false
   * - Data required time of the worst path
     - 4.08 ns
   * - Routability Congestion
     - 0.912
   * - Cell area after synthesis
     - 0.00395 mm^2
   * - GRT Overall Usage
     - 33.7%
   * - Clock latency on the worst-skew pair
     - 0.41 ns
   * - Drt via density
     - 5.95
   * - Number of buffers inserted by post-CTS setup repair
     - 0
   * - Number of flops mapped to enable cells by yosys
     - 0
   * - Crit end category
     - primary output
   * - Placed cell area
     - 0.00535 mm^2
   * - Largest net degree at the start of global routing
     - 51
   * - Tally of unique sky130hd cells used after synthesis
     - 62
critical path, delay by kind of cell:
| kind | cells | cell delay (ns) |
|---|---|---|
| buffers and inverters | 3 | 0.62 |
routing by layer:
metal / vias up / part of all wire [%] / track usage (%)
met3: 26 / 8.5 / 6.68
met5: - / 0 / 0
met1: 1918 / 42 / 49.1
met4: 0 / 2.4 / 7.54
li1: 1972 / - / -
met2: 198 / 47 / 53.9
power by group:
part / leakage (nW) / switching, mW / internal [mW]
logic: 1.38 / 0.0283 / 0.0933
registers: 0.679 / 0 / 0.396
clock network: 0.0711 / 0.145 / 0.161
synth_stat cells (5+ instances only):
master,instances
a221oi_1,8
and4_1,5
a32oi_1,5
xnor2_1,16
buf_6,6
or3_1,6
a21oi_1,23
nor4_1,6
ha_1,6
buf_1,7
a22oi_1,25
o21ai_0,21
and2_1,6
nand3_1,24
a31oi_1,9
nor2_1,24
xor2_1,12
inv_1,14
nand4_1,8
dfrtp_1,47
nor2_2,28
o211ai_1,5
nand2_1,40
mux2i_1,7
and3_1,6
nor3_1,13
clkbuf_1,17
nand2b_1,6
buf_2,8
sequential cells by signal, summed over array words and instances, names as in the netlist, named ones only:
register / flops
LCD_DATA: 8
LCD_RW: 1
CNT: 32
LCD_RS: 1
STATE: 5
cell families after synthesis:
family	after synthesis	synth area share [%]
compound gates	128	22.9
buf+inv	53	6.52
simple gates	191	27.4
xor+xnor	28	6.20
fa+ha+maj	6	1.90
mux	12	3.39
flops	50	31.7
cell usage in the layout (no fill, tap or decap), types with 3 or more instances in the layout:
cell type,count
clkdlybuf4s50_1,140
dfrtp_1,47
nand2_1,40
nor2_2,28
a22oi_1,25
nor2_1,24
nand3_1,24
a21oi_1,23
o21ai_0,21
xnor2_1,16
nor3_1,13
inv_1,13
xor2_1,12
a31oi_1,9
buf_4,9
nand4_1,8
a221oi_1,8
clkbuf_8,8
mux2i_1,7
nor4_1,6
and3_1,6
nand2b_1,6
and2_1,6
or3_1,6
ha_1,6
and4_1,5
o211ai_1,5
a32oi_1,5
nand3b_1,4
o22ai_1,4
a22o_1,4
dfstp_2,3
nor4_2,3
a211oi_1,3
mux2_2,3
nor2b_1,3
a222oi_1,3
final timing paths:
check	depth (start not counted)	start	end	slack [ns]
min reg2reg	1	STATE[0]$_DFF_PP1_	STATE[0]$_DFF_PP1_	0.49
max	3	CLK	LCD_E	0.91
min	1	STATE[0]$_DFF_PP1_	STATE[0]$_DFF_PP1_	0.49
max reg2reg	8	CNT[2]$_DFF_PP0_	CNT[20]$_DFF_PP0_	2.21
max in group asynchronous	3	RESETN	CNT[2]$_DFF_PP0_	3.56
min in group asynchronous	3	RESETN	LCD_DATA[0]$_DFF_PP0_	1.09
cell type report:
| cell class | instances | area [um^2] | share of cell area [%] |
|---|---|---|---|
| Timing Repair Buffer | 148 | 1460 | 26.7 |
| Inverter | 14 | 52.6 | 0.960 |
| Sequential cell | 50 | 1250 | 22.9 |
| Clock buffer | 10 | 124 | 2.26 |
| Tap cell | 102 | 128 | 2.33 |
| Clock inverter | 2 | 13.8 | 0.251 |
| Multi-Input combinational cell | 365 | 2440 | 44.6 |
No activity file was given, so power comes from the tool's default toggle rates.
