==> /design/flow/design.v <==
    module LCD_InputPlainText (
        RESETN, CLK,
        LCD_inputDATA_2_1,
        LCD_inputDATA_2_2,
        LCD_inputDATA_2_3,
        LCD_inputDATA_2_4,
        LCD_inputDATA_2_5,
        LCD_inputDATA_2_6,
        LCD_inputDATA_2_7,
        LCD_inputDATA_2_8,
        LCD_inputDATA_2_9,
        LCD_inputDATA_2_10,
        LCD_inputDATA_2_11,
        LCD_inputDATA_2_12,
        LCD_inputDATA_2_13,
        LCD_inputDATA_2_14,
        LCD_inputDATA_2_15,
        LCD_inputDATA_2_16,
        LCD_E, LCD_RS, LCD_RW, LCD_DATA );
    input RESETN, CLK;
    input [7:0] LCD_inputDATA_2_1;
    input [7:0] LCD_inputDATA_2_2;
    input [7:0] LCD_inputDATA_2_3;
    input [7:0] LCD_inputDATA_2_4;
    input [7:0] LCD_inputDATA_2_5;
    input [7:0] LCD_inputDATA_2_6;
    input [7:0] LCD_inputDATA_2_7;
    input [7:0] LCD_inputDATA_2_8;
    input [7:0] LCD_inputDATA_2_9;
    input [7:0] LCD_inputDATA_2_10;
    input [7:0] LCD_inputDATA_2_11;
    input [7:0] LCD_inputDATA_2_12;
    input [7:0] LCD_inputDATA_2_13;
    input [7:0] LCD_inputDATA_2_14;
    input [7:0] LCD_inputDATA_2_15;
    input [7:0] LCD_inputDATA_2_16;
    output LCD_E, LCD_RS, LCD_RW;
    output [7:0] LCD_DATA;
    wire LCD_E;
    reg LCD_RS, LCD_RW;
    reg [7:0] LCD_DATA;
    reg [2:0] STATE;
    parameter DELAY = 3'b000,   FUNCTION_SET = 3'b001,
        ENTRY_MODE = 3'b010,    DISP_ONOFF = 3'b011,
        LINE1 = 3'b100,         LINE2 = 3'b101,
        DELAY_T = 3'b110,       CLEAR_DISP = 3'b111;
    integer CNT;
    always @(posedge RESETN or posedge CLK)
    begin
        if (RESETN) STATE = DELAY;
        else
            begin
                case (STATE)
                    DELAY :         if (CNT == 70) STATE = FUNCTION_SET;
                    FUNCTION_SET :  if (CNT == 30) STATE = DISP_ONOFF;
                    DISP_ONOFF :    if (CNT == 30) STATE = ENTRY_MODE;
                    ENTRY_MODE :    if (CNT == 30) STATE = LINE1;
                    LINE1 :         if (CNT == 20) STATE = LINE2;
                    LINE2 :         if (CNT == 20) STATE = DELAY_T;
                    DELAY_T :       if (CNT == 1000) STATE = CLEAR_DISP;
                    CLEAR_DISP :    if (CNT == 50) STATE = LINE1;
                    default :       STATE = DELAY;
                endcase
        end
    end
    always @(posedge RESETN or posedge CLK)
    begin
        if (RESETN) CNT = 0;
        else
            begin
                case (STATE)
                    DELAY : if (CNT >= 70) CNT = 0;
                            else CNT = CNT + 1;
                    FUNCTION_SET :  if (CNT >= 30) CNT = 0;
                                    else CNT = CNT + 1;
                    DISP_ONOFF :    if (CNT >= 30) CNT = 0;
                                    else CNT = CNT + 1;
                    ENTRY_MODE :    if (CNT >= 30) CNT = 0;
                                    else CNT = CNT + 1;
                    LINE1 :         if (CNT >= 20) CNT = 0;
                                    else CNT = CNT + 1;
                    LINE2 :         if (CNT >= 20) CNT = 0;
                                    else CNT = CNT + 1;
                    DELAY_T :       if (CNT >= 1000) CNT = 0;
                                    else CNT = CNT + 1;
                    CLEAR_DISP :    if (CNT >= 50) CNT = 0;
                                    else CNT = CNT + 1;
                    default :       CNT = 0;
                endcase
        end
    end
    always @(posedge RESETN or posedge CLK)
    begin
        if (RESETN) begin
            LCD_RS = 1'b1;
            LCD_RW = 1'b1;
            LCD_DATA = 8'b00000000;
            end
        else begin
                case (STATE)
                    FUNCTION_SET : begin
                        LCD_RS = 1'b0; LCD_RW = 1'b0;
                        LCD_DATA = 8'b00111100;
                        end
                    DISP_ONOFF : begin
                        LCD_RS = 1'b0; LCD_RW = 1'b0;
                        LCD_DATA = 8'b00001100;
                        end
                    ENTRY_MODE : begin
                        LCD_RS = 1'b0; LCD_RW = 1'b0;
                        LCD_DATA = 8'b00000110;
                        end
                    LINE1 : begin
                        LCD_RW = 1'b0;
                        case (CNT)
                            0 : begin
                                LCD_RS = 1'b0; LCD_DATA = 8'b11000000;
                                end
                            1 : begin
                                LCD_RS = 1'b1; LCD_DATA = 8'b00100000;  
                                end
                            2 : begin
                                LCD_RS = 1'b1; LCD_DATA = 8'b01001001;  
                                end
                            3 : begin
                                LCD_RS = 1'b1; LCD_DATA = 8'b01001110;  
                                end
                            4 : begin
                                LCD_RS = 1'b1; LCD_DATA = 8'b01010000;  
                                end
                            5 : begin
                                LCD_RS = 1'b1; LCD_DATA = 8'b01010101;  
                                end
                            6 : begin
                                LCD_RS = 1'b1; LCD_DATA = 8'b01010100;  
                                end
                            7 : begin
                                LCD_RS = 1'b1; LCD_DATA = 8'b00100000;  
                                end
                            8 : begin
                                LCD_RS = 1'b1; LCD_DATA = 8'b01001101;  
                                end
                            9 : begin
                                LCD_RS = 1'b1; LCD_DATA = 8'b01000101;  
                                end
                            10 : begin
                                LCD_RS = 1'b1; LCD_DATA = 8'b01010011;  
                                end
                            11 : begin
                                LCD_RS = 1'b1; LCD_DATA = 8'b01010011;  
                                end
                            12 : begin
                                LCD_RS = 1'b1; LCD_DATA = 8'b01000001;  
                                end
                            13 : begin
                                LCD_RS = 1'b1; LCD_DATA = 8'b01000111;  
                                end
                            14 : begin
                                LCD_RS = 1'b1; LCD_DATA = 8'b01000101;  
                                end
                            15 : begin
                                LCD_RS = 1'b1; LCD_DATA = 8'b00100000;  
                                end
                            16 : begin
                                LCD_RS = 1'b1; LCD_DATA = 8'b00100000;  
                                end
                            default : begin
                                LCD_RS = 1'b1; LCD_DATA = 8'b00100000;
                                end
                            endcase
                        end
                    LINE2 : begin
                        LCD_RW = 1'b0;
                        case (CNT)
                            0 : begin
                                LCD_RS = 1'b0; LCD_DATA = 8'b11000000;
                                end
                            1 : begin
                                LCD_RS = 1'b1; LCD_DATA = LCD_inputDATA_2_1;  
                                end
                            2 : begin
                                LCD_RS = 1'b1; LCD_DATA = LCD_inputDATA_2_2;  
                                end
                            3 : begin
                                LCD_RS = 1'b1; LCD_DATA = LCD_inputDATA_2_3;  
                                end
                            4 : begin
                                LCD_RS = 1'b1; LCD_DATA = LCD_inputDATA_2_4;  
                                end
                            5 : begin
                                LCD_RS = 1'b1; LCD_DATA = LCD_inputDATA_2_5;  
                                end
                            6 : begin
                                LCD_RS = 1'b1; LCD_DATA = LCD_inputDATA_2_6;  
                                end
                            7 : begin
                                LCD_RS = 1'b1; LCD_DATA = LCD_inputDATA_2_7;  
                                end
                            8 : begin
                                LCD_RS = 1'b1; LCD_DATA = LCD_inputDATA_2_8;  
                                end
                            9 : begin
                                LCD_RS = 1'b1; LCD_DATA = LCD_inputDATA_2_9;  
                                end
                            10 : begin
                                LCD_RS = 1'b1; LCD_DATA = LCD_inputDATA_2_10;  
                                end
                            11 : begin
                                LCD_RS = 1'b1; LCD_DATA = LCD_inputDATA_2_11;  
                                end
                            12 : begin
                                LCD_RS = 1'b1; LCD_DATA = LCD_inputDATA_2_12;  
                                end
                            13 : begin
                                LCD_RS = 1'b1; LCD_DATA = LCD_inputDATA_2_13;  
                                end
                            14 : begin
                                LCD_RS = 1'b1; LCD_DATA = LCD_inputDATA_2_14;  
                                end
                            15 : begin
                                LCD_RS = 1'b1; LCD_DATA = LCD_inputDATA_2_15;  
                                end
                            16 : begin
                                LCD_RS = 1'b1; LCD_DATA = LCD_inputDATA_2_16;  
                                end
                            default : begin
                                LCD_RS = 1'b1; LCD_DATA = 8'b00100000;
                                end
                            endcase
                        end
                    DELAY_T : begin
                        LCD_RS = 1'b0; LCD_RW = 1'b0;
                        LCD_DATA = 8'b00000010;
                        end
                    CLEAR_DISP : begin
                        LCD_RS = 1'b0; LCD_RW = 1'b0;
                        LCD_DATA = 8'b00000001;
                        end
                    default : begin
                        LCD_RS = 1'b1; LCD_RW = 1'b1;
                        LCD_DATA = 8'b00000000;
                        end
                    endcase
            end
        end
            assign LCD_E = CLK;
    endmodule
==> /design/flow/run.sh <==
#!/bin/bash
# OpenROAD 26Q1-2900-gdf79404cd8, Yosys 0.63+post, stock flow scripts
make -C /OpenROAD-flow-scripts/flow DESIGN_CONFIG=/design/flow/config.mk WORK_HOME=/design/flow/orfs finish
==> /design/flow/config.mk <==
export PLATFORM = sky130hd
export DESIGN_NAME = LCD_InputPlainText
export DESIGN_NICKNAME = LCD_InputPlainText
export VERILOG_FILES = /design/flow/design.v
export SDC_FILE = /design/flow/constraint.sdc
export NUM_CORES = 4
export LEC_CHECK = 1
export CORE_UTILIZATION = 30
==> /design/flow/constraint.sdc <==
current_design LCD_InputPlainText

set clk_period 6.8
set clk_io_pct 0.2

create_clock -name clk0 -period $clk_period [get_ports {CLK}]

set non_clock_inputs [all_inputs -no_clocks]
set_input_delay [expr $clk_period * $clk_io_pct] -clock clk0 $non_clock_inputs
set_output_delay [expr $clk_period * $clk_io_pct] -clock clk0 [all_outputs]
==> reports/metrics.csv <==
metric,value,unit
ys_sh_mux,4.99,%
cts_setup_buffers,0,
ys_cells,472,
total_power,737,uW
row_count,41,
switchingPower,139,uW
ir_drop,95.9,uV
logic_family,simple AND/OR/NAND/NOR gates,
p_seq_share,40.3,%
yosysUniqueCellTypes,57,
lay_top_count,clkdlybuf4s50_1,
wl_met1,5930,um
logic_area,2380,um2
grt_use_total,21.8,%
worst_pin_slew,0.770,ns
start_kind,clock port,
wl,14200,um
postSynthSeqShare,32.5,%
drive_above_1_share,7.23,%
worst-endpoint-required,5.44,ns
fillers,1221,
comb_power_share,12.4,%
dr_total_vias,4211,
ff_type,dfrtp_1,
cts.clk_slew.worst_paths,0.06,ns
num_io_pins,141,
rsz0062_at_grt,false,
synthesis.instances,472,
gp_congestion,0.882,
remaining_drc_errors,0,
pre_cts_slack,1.67,ns
flop_area,1260,um2
async_reset_ff_share,100,%
hold_buffers,0,
die_h,116,um
skew,0.0105,ns
met2_length,6760,um
drt_first_pass_iters,5,
grt_pass1_wl,21900,um
worstPathArrival,4.03,ns
p_int,598,uW
max_cap_viol_count,0,
synthXorXnorAreaFrac,6.35,%
endpoint_kind,primary output,
ant_nets,0,
cts_resized,0,
synth-simple-area-share,24.3,%
status,"complete, no violations",
port_buffers,140,
pwr-share-clk,47.3,%
cts_tree,built,
synth-edff-count,0,
power_density,131,nW/um2
core_area,12600,um2
yosys-stat-area,3860,um2
leakagePower,0.00221,uW
layout_setup_ws,1.41,ns
die_area,13300,um2
openroad.warnings,32,
ys_sh_adder,2.59,%
route.antenna.diode_count,0,
wire_per_inst,18.5,um
wl_met3,1140,um
grt_max_degree,56,
hold_violations,0,
grt_pass1_vias,4127,
swShare,18.9,%
hpwl,10200,um
slew_headroom,48.1,%
fp-utilization,30.8,%
worstSkewPairLatency,0.40,ns
drv_slew,0,
hold_class,reg -> reg,
setup_tns,0,ns
cp_max_fo,2,
antenna_found_initial,0,
finalSetupViolations,0,
compound_area_share,23.5,%
ys_warn_count,1,
drt_iter0_drc,233,
highest_layer,met4,
viasPerCell,5.49,
gr-total-overflow,0,
ys_ff,50,
die_x,116,um
syn2layout_area_growth,45.3,%
syn_area_per_cell,8.19,um2
critPathKind,clk -> out,
netlist_area,3860,um2
final_layout_top_logic_cells,"clkdlybuf4s50_1, nor2_1, dfrtp_1, nand2_1, o21ai_0",
==> registers in the layout, indices dropped and copies added (netlist names), named ones only <==
register,flops
CNT,32
LCD_DATA,8
LCD_RS,1
LCD_RW,1
STATE,5
==> cells by family (layout without fill, tap and decap cells) <==
kind of cell / count (synthesis) / in the layout
multiplexers: 18 / 18
flip-flops: 50 / 50
adder cells (fa/ha/maj): 8 / 8
buffers and inverters: 53 / 176
AND/OR/NAND/NOR: 186 / 186
AND-OR/OR-AND: 129 / 129
XOR/XNOR: 28 / 28
==> metrics by stage <==
| step | cell area (um2) | hold slack [ns] | instances | util [%] |
|---|---|---|---|---|
| after floorplan | 3860 | 0.455 | 472 | - |
| after global placement | 5390 | 0.475 | 756 | 42.9 |
| after detailed placement | 5390 | 0.474 | 756 | 42.9 |
| after CTS | 5620 | 0.486 | 767 | 44.7 |
| after global routing | 5620 | 0.488 | 767 | 44.7 |
| final | 5620 | 0.487 | 767 | 44.7 |
==> synth_stat cells, types with 3 or more instances <==
cell type | instances | area share [%]
and3_1 | 9 | 1.5
xnor2_1 | 10 | 2.3
nor4_1 | 7 | 1.1
a22o_1 | 5 | 1.1
a22oi_1 | 18 | 3.5
and2_1 | 4 | 0.65
a31oi_1 | 9 | 1.5
mux2i_1 | 8 | 2.1
mux2_2 | 10 | 2.9
clkbuf_1 | 28 | 2.7
o2111ai_1 | 3 | 0.68
nor2b_1 | 6 | 0.97
ha_1 | 8 | 2.6
buf_1 | 6 | 0.58
a21oi_1 | 18 | 2.3
nor3_1 | 9 | 1.2
nor2_1 | 60 | 5.8
dfstp_2 | 3 | 2.0
a211oi_1 | 4 | 0.78
o21ai_0 | 24 | 3.1
o22ai_1 | 7 | 1.1
nand2b_1 | 5 | 0.81
a311oi_1 | 3 | 0.68
o31ai_1 | 4 | 0.78
or4_1 | 3 | 0.58
buf_6 | 3 | 0.87
xor2_1 | 18 | 4.1
o221ai_1 | 4 | 0.91
a222oi_1 | 6 | 1.6
dfrtp_1 | 47 | 30
inv_1 | 15 | 1.5
nand2_1 | 38 | 3.7
a221oi_1 | 9 | 2.0
nand4_1 | 14 | 2.3
nand3_1 | 20 | 2.6
==> path summary, 6_finish.rpt <==
check	start	to	slack, ns	cells after the start
worst max-delay path	CLK	LCD_E	1.41	3
worst min-delay path	STATE[0]$_DFF_PP1_	STATE[0]$_DFF_PP1_	0.49	1
worst max register to register	CNT[14]$_DFF_PP0_	CNT[10]$_DFF_PP0_	3.82	7
worst min register to register	STATE[0]$_DFF_PP1_	STATE[0]$_DFF_PP1_	0.49	1
max in group asynchronous	RESETN	CNT[3]$_DFF_PP0_	4.88	3
min in group asynchronous	RESETN	CNT[29]$_DFF_PP0_	1.45	3
==> power groups by stage <==
stage / clock [uW] / combinational [uW] / sequential, uW
after CTS: 358 / 92.2 / 297
after global routing: 371 / 97.5 / 297
final: 348 / 91.3 / 297
==> critical path, cell delays in order <==
cell             delay, ns
clkbuf_16             0.12
clkbuf_16             0.13
clkdlybuf4s50_1       0.39
==> per-layer routing <==
layer	vias up	GRT usage [%]
li1	2003	-
met1	2027	28.4
met2	156	37.7
met3	25	4.42
met4	0	4.85
met5	-	0
==> layout make-up <==
type / instances / area share (%)
sequential: 50 / 22.4
timing repair buffer: 149 / 26.1
tap: 172 / 3.83
multi-input combinational: 369 / 42.5
inverter: 15 / 1.00
clock inverter: 2 / 0.223
clock buffer: 10 / 3.99
Power figures rest on the tool's default switching activity, not on a simulated workload.
