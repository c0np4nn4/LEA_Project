### flow/config.mk
export PLATFORM = sky130hd
export DESIGN_NAME = LCD_InputKey
export DESIGN_NICKNAME = LCD_InputKey
export VERILOG_FILES = /design/flow/design.v
export SDC_FILE = /design/flow/constraint.sdc
export NUM_CORES = 4
export LEC_CHECK = 1
export CORE_UTILIZATION = 30
### flow/constraint.sdc
current_design LCD_InputKey

set clk_period 4.5
set clk_io_pct 0.2

create_clock -name clk0 -period $clk_period [get_ports {CLK}]

set non_clock_inputs [all_inputs -no_clocks]
set_input_delay [expr $clk_period * $clk_io_pct] -clock clk0 $non_clock_inputs
set_output_delay [expr $clk_period * $clk_io_pct] -clock clk0 [all_outputs]
### flow/design.v
    module LCD_InputKey (
        RESETN, CLK,
        LCD_inputDATA_2_1,
        LCD_inputDATA_2_2,
        LCD_inputDATA_2_3,
        LCD_inputDATA_2_4,
        LCD_inputDATA_2_5,
        LCD_inputDATA_2_6,
        LCD_inputDATA_2_7,
        LCD_inputDATA_2_8,
        LCD_inputDATA_2_9,
        LCD_inputDATA_2_10,
        LCD_inputDATA_2_11,
        LCD_inputDATA_2_12,
        LCD_inputDATA_2_13,
        LCD_inputDATA_2_14,
        LCD_inputDATA_2_15,
        LCD_inputDATA_2_16,
        LCD_E, LCD_RS, LCD_RW, LCD_DATA );
    input RESETN, CLK;
    input [7:0] LCD_inputDATA_2_1;
    input [7:0] LCD_inputDATA_2_2;
    input [7:0] LCD_inputDATA_2_3;
    input [7:0] LCD_inputDATA_2_4;
    input [7:0] LCD_inputDATA_2_5;
    input [7:0] LCD_inputDATA_2_6;
    input [7:0] LCD_inputDATA_2_7;
    input [7:0] LCD_inputDATA_2_8;
    input [7:0] LCD_inputDATA_2_9;
    input [7:0] LCD_inputDATA_2_10;
    input [7:0] LCD_inputDATA_2_11;
    input [7:0] LCD_inputDATA_2_12;
    input [7:0] LCD_inputDATA_2_13;
    input [7:0] LCD_inputDATA_2_14;
    input [7:0] LCD_inputDATA_2_15;
    input [7:0] LCD_inputDATA_2_16;
    output LCD_E, LCD_RS, LCD_RW;
    output [7:0] LCD_DATA;
    wire LCD_E;
    reg LCD_RS, LCD_RW;
    reg [7:0] LCD_DATA;
    reg [2:0] STATE;
    parameter DELAY = 3'b000,   FUNCTION_SET = 3'b001,
        ENTRY_MODE = 3'b010,    DISP_ONOFF = 3'b011,
        LINE1 = 3'b100,         LINE2 = 3'b101,
        DELAY_T = 3'b110,       CLEAR_DISP = 3'b111;
    integer CNT;
    always @(posedge RESETN or posedge CLK)
    begin
        if (RESETN) STATE = DELAY;
        else
            begin
                case (STATE)
                    DELAY :         if (CNT == 70) STATE = FUNCTION_SET;
                    FUNCTION_SET :  if (CNT == 30) STATE = DISP_ONOFF;
                    DISP_ONOFF :    if (CNT == 30) STATE = ENTRY_MODE;
                    ENTRY_MODE :    if (CNT == 30) STATE = LINE1;
                    LINE1 :         if (CNT == 20) STATE = LINE2;
                    LINE2 :         if (CNT == 20) STATE = DELAY_T;
                    DELAY_T :       if (CNT == 1000) STATE = CLEAR_DISP;
                    CLEAR_DISP :    if (CNT == 50) STATE = LINE1;
                    default :       STATE = DELAY;
                endcase
        end
    end
    always @(posedge RESETN or posedge CLK)
    begin
        if (RESETN) CNT = 0;
        else
            begin
                case (STATE)
                    DELAY : if (CNT >= 70) CNT = 0;
                            else CNT = CNT + 1;
                    FUNCTION_SET :  if (CNT >= 30) CNT = 0;
                                    else CNT = CNT + 1;
                    DISP_ONOFF :    if (CNT >= 30) CNT = 0;
                                    else CNT = CNT + 1;
                    ENTRY_MODE :    if (CNT >= 30) CNT = 0;
                                    else CNT = CNT + 1;
                    LINE1 :         if (CNT >= 20) CNT = 0;
                                    else CNT = CNT + 1;
                    LINE2 :         if (CNT >= 20) CNT = 0;
                                    else CNT = CNT + 1;
                    DELAY_T :       if (CNT >= 1000) CNT = 0;
                                    else CNT = CNT + 1;
                    CLEAR_DISP :    if (CNT >= 50) CNT = 0;
                                    else CNT = CNT + 1;
                    default :       CNT = 0;
                endcase
        end
    end
    always @(posedge RESETN or posedge CLK)
    begin
        if (RESETN) begin
            LCD_RS = 1'b1;
            LCD_RW = 1'b1;
            LCD_DATA = 8'b00000000;
            end
        else begin
                case (STATE)
                    FUNCTION_SET : begin
                        LCD_RS = 1'b0; LCD_RW = 1'b0;
                        LCD_DATA = 8'b00111100;
                        end
                    DISP_ONOFF : begin
                        LCD_RS = 1'b0; LCD_RW = 1'b0;
                        LCD_DATA = 8'b00001100;
                        end
                    ENTRY_MODE : begin
                        LCD_RS = 1'b0; LCD_RW = 1'b0;
                        LCD_DATA = 8'b00000110;
                        end
                    LINE1 : begin
                        LCD_RW = 1'b0;
                        case (CNT)
                            0 : begin
                                LCD_RS = 1'b0; LCD_DATA = 8'b11000000;
                                end
                            1 : begin
                                LCD_RS = 1'b1; LCD_DATA = 8'b00100000;  
                                end
                            2 : begin
                                LCD_RS = 1'b1; LCD_DATA = 8'b00100000;  
                                end
                            3 : begin
                                LCD_RS = 1'b1; LCD_DATA = 8'b00100000;  
                                end
                            4 : begin
                                LCD_RS = 1'b1; LCD_DATA = 8'b01001001;  
                                end
                            5 : begin
                                LCD_RS = 1'b1; LCD_DATA = 8'b01001110;  
                                end
                            6 : begin
                                LCD_RS = 1'b1; LCD_DATA = 8'b01010000;  
                                end
                            7 : begin
                                LCD_RS = 1'b1; LCD_DATA = 8'b01010101;  
                                end
                            8 : begin
                                LCD_RS = 1'b1; LCD_DATA = 8'b01010100;  
                                end
                            9 : begin
                                LCD_RS = 1'b1; LCD_DATA = 8'b00100000;  
                                end
                            10 : begin
                                LCD_RS = 1'b1; LCD_DATA = 8'b01001011;  
                                end
                            11 : begin
                                LCD_RS = 1'b1; LCD_DATA = 8'b01000101;  
                                end
                            12 : begin
                                LCD_RS = 1'b1; LCD_DATA = 8'b01011001;  
                                end
                            13 : begin
                                LCD_RS = 1'b1; LCD_DATA = 8'b00100000;  
                                end
                            14 : begin
                                LCD_RS = 1'b1; LCD_DATA = 8'b00100000;  
                                end
                            15 : begin
                                LCD_RS = 1'b1; LCD_DATA = 8'b00100000;  
                                end
                            16 : begin
                                LCD_RS = 1'b1; LCD_DATA = 8'b00100000;  
                                end
                            default : begin
                                LCD_RS = 1'b1; LCD_DATA = 8'b00100000;
                                end
                            endcase
                        end
                    LINE2 : begin
                        LCD_RW = 1'b0;
                        case (CNT)
                            0 : begin
                                LCD_RS = 1'b0; LCD_DATA = 8'b11000000;
                                end
                            1 : begin
                                LCD_RS = 1'b1; LCD_DATA = LCD_inputDATA_2_1;  
                                end
                            2 : begin
                                LCD_RS = 1'b1; LCD_DATA = LCD_inputDATA_2_2;  
                                end
                            3 : begin
                                LCD_RS = 1'b1; LCD_DATA = LCD_inputDATA_2_3;  
                                end
                            4 : begin
                                LCD_RS = 1'b1; LCD_DATA = LCD_inputDATA_2_4;  
                                end
                            5 : begin
                                LCD_RS = 1'b1; LCD_DATA = LCD_inputDATA_2_5;  
                                end
                            6 : begin
                                LCD_RS = 1'b1; LCD_DATA = LCD_inputDATA_2_6;  
                                end
                            7 : begin
                                LCD_RS = 1'b1; LCD_DATA = LCD_inputDATA_2_7;  
                                end
                            8 : begin
                                LCD_RS = 1'b1; LCD_DATA = LCD_inputDATA_2_8;  
                                end
                            9 : begin
                                LCD_RS = 1'b1; LCD_DATA = LCD_inputDATA_2_9;  
                                end
                            10 : begin
                                LCD_RS = 1'b1; LCD_DATA = LCD_inputDATA_2_10;  
                                end
                            11 : begin
                                LCD_RS = 1'b1; LCD_DATA = LCD_inputDATA_2_11;  
                                end
                            12 : begin
                                LCD_RS = 1'b1; LCD_DATA = LCD_inputDATA_2_12;  
                                end
                            13 : begin
                                LCD_RS = 1'b1; LCD_DATA = LCD_inputDATA_2_13;  
                                end
                            14 : begin
                                LCD_RS = 1'b1; LCD_DATA = LCD_inputDATA_2_14;  
                                end
                            15 : begin
                                LCD_RS = 1'b1; LCD_DATA = LCD_inputDATA_2_15;  
                                end
                            16 : begin
                                LCD_RS = 1'b1; LCD_DATA = LCD_inputDATA_2_16;  
                                end
                            default : begin
                                LCD_RS = 1'b1; LCD_DATA = 8'b00100000;
                                end
                            endcase
                        end
                    DELAY_T : begin
                        LCD_RS = 1'b0; LCD_RW = 1'b0;
                        LCD_DATA = 8'b00000010;
                        end
                    CLEAR_DISP : begin
                        LCD_RS = 1'b0; LCD_RW = 1'b0;
                        LCD_DATA = 8'b00000001;
                        end
                    default : begin
                        LCD_RS = 1'b1; LCD_RW = 1'b1;
                        LCD_DATA = 8'b00000000;
                        end
                    endcase
            end
        end
            assign LCD_E = CLK;
    endmodule
### flow/run.sh
#!/bin/bash
# OpenROAD 26Q1-2900-gdf79404cd8, Yosys 0.63+post, stock flow scripts
make -C /OpenROAD-flow-scripts/flow DESIGN_CONFIG=/design/flow/config.mk WORK_HOME=/design/flow/orfs finish
==> GITHUB_STEP_SUMMARY <==
### Yosys + OpenROAD results

| Metric | Value |
|---|---|
| Fin util | 44.8% |
| Final WS setup | 0.716 ns |
| Area Growth Syn to Fin | 45.5% |
| Post-CTS Setup Bufs | 0 |
| Slew HR | 41.2% |
| DR iter-0 viols | 259 |
| I/O pins | 141 |
| Tool warning count | 30 |
| Max Cap Viol | 0 |
| All-layer global routing usage | 21.2% |
| Mapped Cells | around 430 |
| Dominant cell type by area after synthesis | dfrtp_1 |
| Fillers | 1,163 |
| Launch point of the worst path | CLK |
| Peak VDD IR | approximately 0.25 mV |
| Count leader, synth | dfrtp_1 |
| GPL Wtd Cong | between 0.8 and 0.9 |
| Number of enable flip-flop cells | 0 |
| CTS tree | built |
| Critical path class | clk -> out |
| Static leakage | 2.15 nW |
| Setup_tns | 0 ns |
| Global-route wire length before repair | slightly above 20,000 um |
| Dpl ws | 0.983 ns |
| Late-Pin Clk Latency | about 0.39 ns |
| Yosys stat chip area | 0.00370 sq mm |
| Resized cells post-CTS | 0 |
| Total count of hold-check failures in the final report | 0 |
| Critical path data required time | 3.60 ns |
| Worst Hold Class | reg -> reg |
| Clock skew | ~0.0066 ns |
| IO Port Bufs | around 140 |
| Hold-fix buffers at CTS | 0 |
| Synth Seq Share | 33.9% |
| Dominant cell area share | between 30% and 40% |
| Post-DP HPWL | 9680 um |
| CP arrival | around 2.9 ns |
| Vias in the first global route | 3,787 |
| Top cells by count | 47 x dfrtp_1, 42 x nor2_1, 27 x a22oi_1, 27 x clkbuf_1, 25 x nand2_1 |
| Share of cells above drive strength 1 | 6.51% |
| Largest net degree at the start of global routing | 51 |
| WL per Instance | 18.5 um |
| # setup viols final | 0 |
| Initial antenna violation count | 0 |
| Die Ht | between 100 and 150 um |
| Biggest area cells | dfrtp_1 32%, a22oi_1 5.5%, nor2_1 4.3% |
| WL final | 13,000 um |
| Drt pass-1 iters | 4 |
| N_diodes | 0 |
| Die area | 0.0128 sq mm |
| Netlist cell types | 57 |
| Via count | 3,897 |
| Overflow after GRT | 0 |
| Core ar. | 0.0120 sq mm |
| Final Max Slew Viols | 0 |
| Worst reg2reg startpoint | CNT[0]$_DFF_PP0_ |
| CP Launch Type | clock port |
| CP Max Fanout | 2 |
| Synth Warn # | 1 |
| Post-synthesis instance area | 0.00370 sq mm |
| Syn_area_per_cell | between 8 and 9 sq um |
| Die width | ~110 um |
| Cell count listed in synth_stat.txt | 432 |
| Drt via density | 5.57 |
| DRC violations left | 0 |
| RSZ-0062 raised after global routing | false |
| Reg clk slew, reported paths | roughly 0.060 ns |
| Cells after DPL | 690 |
| Post-route ant nets | 0 |
| Fp util | 30.8% |
| Post-Layout Cell Count | 700 |
| Power per cell area | 200 mW/mm^2 |
| Worst setup EP type | primary output |
| Outcome | complete, no violations |
| Num rows | about 40 |
| Yosys reg bits | 50 |
| Worst hold start | STATE[0]$_DFF_PP1_ |
| Post-synth ARST share | around 100% |
| Post-synth top flop | dfrtp_1 |
| Worst-Margin Slew | 0.874 ns |
metrics by stage:
step | cell area [sq um] | total power [W] | hold WS (ns)
after floorplan | 3700 | 0.000483 | 0.458
after global placement | 5170 | 0.000604 | 0.473
after detailed placement | 5170 | 0.000604 | 0.477
after CTS | 5380 | 0.00110 | 0.490
after global routing | 5380 | 0.00113 | 0.501
final | 5380 | 0.00108 | 0.492
path summary, 6_finish.rpt:
| path | to | slack, ns | cells after the start |
|---|---|---|---|
| hold / removal | STATE[0]$_DFF_PP1_ | 0.49 | 1 |
| min in group asynchronous | CNT[24]$_DFF_PP0_ | 0.99 | 3 |
| setup / recovery | LCD_E | 0.72 | 3 |
| setup reg to reg | LCD_DATA[4]$_DFF_PP0_ | 1.50 | 8 |
| max in group asynchronous | STATE[7]$_DFF_PP0_ | 3.09 | 3 |
| hold reg to reg | STATE[0]$_DFF_PP1_ | 0.49 | 1 |
placed cells by master (no fill, tap or decap), drive strengths merged, types with 4 or more instances in the layout:
cell and count:
a22oi 27, and4 4, nand2 25, mux2 5, clkdlybuf4s50 140, dfrtp 47
inv 12, ha 5, nor4 8, a221oi 8, xor2 16, nand3 19
o22ai 5, a21oi 22, a22o 10, clkbuf 9, nand4 14, a31oi 7
nor2 42, nor3 8, buf 9, nor2b 6, a311oi 4, xnor2 13
and3 16, a211oi 4, o21ai 14, nand3b 4, and2 5, a222oi 8
critical path, stage by stage:
cell and delay (ns):
clkbuf_16 0.12, clkbuf_16 0.13, clkdlybuf4s50_1 0.39
final cells by class:
class | count | area [sq um] | area share [%]
multi-input cells | 332 | 2220 | 41.2
repair buffers | 148 | 1460 | 27.1
flip-flops and latches | 50 | 1250 | 23.3
clock buffers | 10 | 214 | 3.97
well taps | 147 | 184 | 3.42
inverters | 12 | 45.0 | 0.837
clock inverters | 1 | 7.51 | 0.139
state kept, by name, summed over array words and instances (netlist names), named ones only:
| name | flops |
|---|---|
| CNT | 32 |
| LCD_DATA | 8 |
| LCD_RS | 1 |
| LCD_RW | 1 |
| STATE | 5 |
report_power, final:
group | switching, W | internal (W) | total [W]
sequential | 0 | 0.000450 | 0.000450
clock | 0.000166 | 0.000330 | 0.000497
combinational | 0.0000297 | 0.000103 | 0.000132
cells by family after synthesis:
group                    after synthesis  synth area share (%)
XOR/XNOR                              29                  6.86
AND-OR/OR-AND                        128                  25.2
AND/OR/NAND/NOR                      162                  23.9
buffers and inverters                 50                  6.09
flip-flops                            50                  33.9
multiplexers                           8                  2.33
adder cells (fa/ha/maj)                5                  1.69
routing by layer:
metal	GRT usage (%)	up-vias	share of wire (%)
li1	-	1877	-
met1	32.9	1887	47
met2	32.5	112	47
met3	2.89	21	4.9
met4	3.95	0	1.9
met5	0	-	0
Power is estimated from default activity; no workload was simulated.
